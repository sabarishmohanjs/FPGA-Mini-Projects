<file path="design/flow/design.v">
`timescale 1ns / 1ps
module alu(a,b,sel,out,ov);
input [3:0] a,b;
input [2:0] sel;
output reg [3:0] out;
output reg ov;
always@(*)
begin
case(sel)
3'b000 : {ov,out} =a+b;
3'b001 : {ov,out} =a-b;
3'b010 : {ov,out} ={1'b0,a&b};
3'b011 : {ov,out}={1'b0,a|b};
3'b100 : {ov,out}={1'b0,a^b};
3'b101 : {ov,out}={1'b0,a<<b};
3'b110 : {ov,out}={1'b0,a>>b};
3'b111 : {ov,out}={1'b0,a[2:0],a[3]};
default 
: {ov,out}=5'b0000;
endcase
end
endmodule
</file>
<file path="design/flow/run.sh">
#!/bin/bash
# OpenROAD 26Q1-2900-gdf79404cd8, Yosys 0.63+post, stock flow scripts
make -C /OpenROAD-flow-scripts/flow DESIGN_CONFIG=/design/flow/config.mk WORK_HOME=/design/flow/orfs finish
</file>
<file path="design/flow/config.mk">
export PLATFORM = sky130hd
export DESIGN_NAME = alu
export DESIGN_NICKNAME = alu
export VERILOG_FILES = /design/flow/design.v
export SDC_FILE = /design/flow/constraint.sdc
export NUM_CORES = 4
export LEC_CHECK = 1
export CORE_AREA = 10 10 72 72
export DIE_AREA = 0 0 82 82
</file>
<file path="design/flow/constraint.sdc">
current_design alu

set clk_period 4.6
set clk_io_pct 0.2

create_clock -name clk0 -period $clk_period

set non_clock_inputs [all_inputs -no_clocks]
set_input_delay [expr $clk_period * $clk_io_pct] -clock clk0 $non_clock_inputs
set_output_delay [expr $clk_period * $clk_io_pct] -clock clk0 [all_outputs]
</file>
==> flow.log <==
[report] extracting results
[metrics] chip area in the Yosys report: between 700 and 800 um^2
[metrics] adder and majority cell fraction of the synthesized area: 26.2%
[metrics] Combinational Area: 669 um^2
[metrics] top logic cell by instance count in the layout: sky130_fd_sc_hd__clkdlybuf4s50_1
[metrics] mean routed wirelength per cell: ~13 um
[metrics] CTS-repair resized insts: 0
[metrics] number of warnings reported in the yosys synthesis log: 1
[metrics] accumulated negative setup slack: 0 ns
[metrics] Leak Pwr: roughly 0.00041 uW
[metrics] maximum clock frequency: around 230 MHz
[metrics] number of nets with antenna violations after routing: 0
[metrics] synthesized-area fraction occupied by and/or/nand/nor cells: about a fifth
[metrics] vias in the first global route: 809
[metrics] die outline width: between 80 and 90 um
[metrics] sw frac: between 40% and 50%
[metrics] data required time at the worst endpoint: 3.68 ns
[metrics] number of fillers in the final layout: a little over 400
[metrics] sum of routed wire length over all layers: 2180 um
[metrics] CTS Hold Bufs: 0
[metrics] Pwr Density: 103 nW/um^2
[metrics] area occupied by registers: 0 um^2
[metrics] status: complete, no violations
[metrics] vias after detailed routing: around 790
[metrics] cells after synthesis: 98
[metrics] Worst Setup End Kind: primary output
[metrics] Core Footprint: ~3700 um^2
[metrics] final-report setup violation count: 0
[metrics] iteration tally of the first detailed-router pass: 4
[metrics] Seq share, synth: 0%
[metrics] number of setup buffers added after CTS: 0
[metrics] GP Congestion: ~0.97
[metrics] share of synthesized area spent on multiplexers: between 4 and 5%
[metrics] number of OpenROAD warnings: 38
[metrics] number of placed instances with taps included: approximately 160
[metrics] Antenna diodes: 0
[metrics] sequential cell count of the final layout: 0
[metrics] utilization after layout: between 20% and 30%
[metrics] number of top-level pins: 16
[metrics] count of placed standard cells in the final layout, fillers left out: around 160
[metrics] Core Density at Floorplan: between 20% and 30%
[metrics] number of hold violations in the final report: 0
[metrics] worst setup slack after layout: 0.253 ns
[metrics] total routing resource utilization after global routing: under 10%
[metrics] number of vias per cell: 4.85
[metrics] critical path fanouts, max: 5
[metrics] number of clock buffers in the layout: 0
[metrics] Area growth, synth to finish: 29.9%
[metrics] ys cells: approximately 98
[metrics] net load switching power: around 48 uW
[metrics] Gate power share: 100.0%
[metrics] startpoint-to-endpoint class of the critical path: primary input to primary output
[metrics] post-synthesis xor/xnor area fraction: under 10%
[metrics] Compound-Gate Fraction of Synth Area: about 34%
[metrics] DRC viols: 0
[metrics] share of total power in the clock network: 0%
[metrics] floorplan die height: between 80 and 90 um
[metrics] cell internal pwr: 51.9 uW
[metrics] Chip Footprint: ~6700 um^2
[metrics] Worst-Margin Slew: between 0.3 and 0.4 ns
[metrics] Worst IR Drop VDD: between 40 and 50 uV
[metrics] clock period minus worst slack: between 4 and 5 ns
[metrics] global-route wire length before repair: approximately 3800 um
[metrics] antenna violations before repair: 0
[metrics] quantity of I/O buffers inserted on ports: 16
[metrics] max-cap violation count: 0
[metrics] commonest cells after routing, fill and taps aside: sky130_fd_sc_hd__clkdlybuf4s50_1, sky130_fd_sc_hd__ha_1, sky130_fd_sc_hd__inv_1
[metrics] First DRT Iteration DRCs: between 70 and 80
[metrics] synthesized area: about 750 um^2
[metrics] Max-slew headroom: between 70% and 80%
[metrics] share of cells above drive strength 1: 10.5%
[metrics] overall overflow remaining after global route: 0
[metrics] total number of placement rows: 22
[metrics] maximum number of pins on one net before global-route repair: 17
[metrics] Hold Crit Class: primary input to primary output
[metrics] power consumption: approximately 100 uW
[metrics] Unique cell types: 39
[metrics] Detail Placement HPWL: between 1500 and 2000 um
[metrics] worst path arrival time: around 3.4 ns
[metrics] unrepaired setup endpoints after global routing: false
[metrics] Final Max Slew Viols: 0
[metrics] fin crit share: approximately 95%
[metrics] CP startpoint kind: primary input
[metrics] Avg Inst Size Synth: ~7.6 um^2
[metrics] largest non-sequential cell family by area: AND-OR/OR-AND gates
[metrics] portion of total power attributed to sequential cells: 0%
[metrics] dpl ws: ~0.24 ns
==> stage by stage <==
stage	instance area (um^2)	hold WS, ns
after floorplan	746	1.98
after global placement	968	2.98
after detailed placement	968	2.98
after CTS	968	2.98
after global routing	968	3.02
final	968	2.96
==> final timing paths <==
check / start / end / slack [ns] / depth (start not counted)
max: sel[1] / ov / 0.25 / 10
min: sel[1] / ov / 2.96 / 4
==> Yosys cell counts (2+ instances only) <==
master	number	area share (%)
sky130_fd_sc_hd__nand4bb_1	3	4.5
sky130_fd_sc_hd__xnor2_1	5	5.9
sky130_fd_sc_hd__nand2_1	9	4.5
sky130_fd_sc_hd__o21ai_1	3	2.0
sky130_fd_sc_hd__nand2b_1	2	1.7
sky130_fd_sc_hd__o21ai_0	2	1.3
sky130_fd_sc_hd__buf_4	2	2.0
sky130_fd_sc_hd__a21o_1	2	2.0
sky130_fd_sc_hd__inv_1	11	5.5
sky130_fd_sc_hd__nor3_1	2	1.3
sky130_fd_sc_hd__a21oi_1	5	3.4
sky130_fd_sc_hd__nor2_2	2	1.7
sky130_fd_sc_hd__mux2_1	2	3.0
sky130_fd_sc_hd__ha_1	14	23
sky130_fd_sc_hd__a22oi_1	2	2.0
sky130_fd_sc_hd__a31oi_1	4	3.4
sky130_fd_sc_hd__nor2b_1	2	1.7
sky130_fd_sc_hd__a211oi_2	2	3.4
sky130_fd_sc_hd__nor2_1	4	2.0
==> power by group through the flow <==
stage | Clock, uW | Combinational [uW] | Sequential, uW
CTS | 0 | 101 | 0
global route | 0 | 112 | 0
finish | 0 | 99.8 | 0
==> layer usage <==
| layer | track usage [%] | vias up | share of wire, % |
|---|---|---|---|
| li1 | - | 397 | - |
| met1 | 10.1 | 358 | 49 |
| met2 | 10.8 | 29 | 45 |
| met3 | 0.441 | 2 | 5.3 |
| met4 | 0.680 | 0 | 0.78 |
| met5 | 0 | - | 0 |
==> worst max-delay path: stages <==
cell and delay [ns]:
sky130_fd_sc_hd__clkdlybuf4s50_1 0.43, sky130_fd_sc_hd__nor2_2 0.28, sky130_fd_sc_hd__nand2_1 0.11, sky130_fd_sc_hd__mux2i_1 0.17, sky130_fd_sc_hd__fa_1 0.44, sky130_fd_sc_hd__a21o_1 0.18, sky130_fd_sc_hd__a21oi_1 0.17, sky130_fd_sc_hd__xnor2_1 0.09
sky130_fd_sc_hd__nor3_1 0.14, sky130_fd_sc_hd__clkdlybuf4s50_1 0.49
==> area by class of cell <==
| class | instances | area share (%) |
|---|---|---|
| Multi-Input combinational cell | 82 | 69.1 |
| Timing Repair Buffer | 21 | 20.4 |
| Tap cell | 48 | 6.20 |
| Inverter | 11 | 4.26 |
==> cell families (layout without fill, tap and decap cells) <==
family | Yosys count | in the layout
simple gates | 26 | 26
fa+ha+maj | 15 | 15
compound gates | 33 | 33
xor+xnor | 5 | 5
mux | 3 | 3
buf+inv | 16 | 32
Power figures rest on the tool's default switching activity, not on a simulated workload.
