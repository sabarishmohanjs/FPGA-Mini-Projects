--- flow/config.mk ---
export PLATFORM = sky130hd
export DESIGN_NAME = ledblink
export DESIGN_NICKNAME = ledblink
export VERILOG_FILES = /design/flow/design.v
export SDC_FILE = /design/flow/constraint.sdc
export NUM_CORES = 4
export LEC_CHECK = 1
export CORE_UTILIZATION = 30
--- flow/constraint.sdc ---
current_design ledblink

set clk_period 5.8
set clk_io_pct 0.2

create_clock -name clk0 -period $clk_period [get_ports {clk}]

set non_clock_inputs [all_inputs -no_clocks]
set_input_delay [expr $clk_period * $clk_io_pct] -clock clk0 $non_clock_inputs
set_output_delay [expr $clk_period * $clk_io_pct] -clock clk0 [all_outputs]
--- flow/design.v ---
`timescale 1ns / 1ps
module ledblink(
    input clk,rst,switch,
    output reg led
    );
    localparam count=50000000;
    reg [26:0]counter;
    always@(posedge clk or posedge rst)begin
        if(rst)begin
            counter<=0;
            led<=0;
        end
        else begin
            if(switch)begin
                if(counter==count-1)begin
                    counter<=0;
                    led<=~led;
                end
                else
                    counter<=counter+1;
                end
            else begin
                counter<=0;
                led<=0;
            end
      end
      end
endmodule
--- flow/run.sh ---
#!/bin/bash
# OpenROAD 26Q1-2900-gdf79404cd8, Yosys 0.63+post, stock flow scripts
make -C /OpenROAD-flow-scripts/flow DESIGN_CONFIG=/design/flow/config.mk WORK_HOME=/design/flow/orfs finish
==> impl_metrics.json <==
{
  "outcome": "complete, no violations",
  "grt_first_pass_wirelength_um": 4530,
  "yosysWarnings": 1,
  "fin_crit_ns": 2.32,
  "syn2layout_area_growth_pct": 9.26,
  "fp.dieArea_sq_um": 5190,
  "top_cells_by_area": "dfrtp_1, xnor2_1, a21oi_1",
  "ioPinCount": 4,
  "clock-skew-final_ns": 0.00332,
  "worst_slew_pin_slew_ns": 0.705,
  "numCtsBuffers": 3,
  "row_count": 25,
  "ys_cells": 152,
  "rsz0062_at_grt": "false",
  "floorplan.core_util": 0.312,
  "drt_iter0_markers": 103,
  "ir_drop_mv": 0.108,
  "whs_ns": 0.494,
  "fin_area_sq_um": 1610,
  "setup_tns_ns": 0,
  "avgSynthCellArea_sq_um": 9.69,
  "hold_violations": 0,
  "slew_violations": 0,
  "ys_area_sq_um": 1470,
  "ys_types": 32,
  "arrival_ns": 2.45,
  "cts_resized": 0,
  "routed_wl_um": 2740,
  "min_from": "counter[0]$_DFF_PP0_",
  "cellLeakagePower_nw": 0.584,
  "dieWidth_um": 72.1,
  "min_to": "counter[0]$_DFF_PP0_",
  "grt_max_degree": 29,
  "yosysTopAreaCellShare": 0.476,
  "min_path_cells": 1,
  "dieHeight_um": 72.1,
  "cts_setup_buffers": 0,
  "drv_cap": 0,
  "power.density_nw_per_um2": 197,
  "ys.flops": 28,
  "drive_gt1_frac": 0.0719,
  "antennaDiodeCount": 0,
  "warning_count": 25,
  "fmax_mhz": 432,
  "cts_hold_buf": 0,
  "fill_cells": 488,
  "grt_pass1_vias": 914,
  "cts_tree": "built",
  "worstSetupPathType": "reg -> reg",
  "max_stage_delay_ns": 0.68,
  "clock_latency_ns": 0.27,
  "gp_congestion": 0.763,
  "grt_usage": 0.111,
  "yosysSeqAreaShare": 0.476,
  "cp_max_fo": 25,
  "relSlewSlack": 0.528,
  "final_util": 0.341,
  "port_buffers": 3,
  "finalClockPeriodUsage": 0.399,
  "synth.cell_area_sq_um": 1470,
  "cts.sinks": 28,
  "setup_viol_count_final": 0,
  "drt_first_pass_iters": 4,
  "seqCellArea_sq_um": 701,
  "antenna_found_initial": 0,
  "slowest_stage": "or4_4",
  "path_clk_slew_ns": 0.09,
  "clock_path_buffers": 2,
  "async_reset_ff_frac": 1.00,
  "clockRootBuffer": "clkbuf_8",
  "hpwl_um": 1880,
  "logic_area_sq_um": 719,
  "edf_count": 0,
  "common_cells": "dfrtp_1, nor2_1, a21oi_1",
  "synth_top_cell_by_count": "dfrtp_1",
  "cp_cell_sequence": "nand4_1 -> or4_4 -> o21ai_4 -> nor2_1",
  "r2r_start": "counter[12]$_DFF_PP0_",
  "end_kind": "flop",
  "dpl_cell_area_sq_um": 1570,
  "ant_nets": 0,
  "core_area_sq_um": 4720,
  "ctsHtreeMaxLevel": 1,
  "routedWlPerCell_um": 12.4,
  "overflow": 0,
  "routed_via_density": 4.98,
  "startpoint_type": "flop",
  "min_path_type": "reg -> reg",
  "drc_errors": 0,
  "vias": 1095,
  "crit_required_ns": 5.93,
  "reg2reg_to": "counter[12]$_DFF_PP0_",
  "top_area_cell": "dfrtp_1",
  "setup.worst_path.start": "counter[12]$_DFF_PP0_",
  "netlist_instances": 152,
  "reg2regPathDepth": 4,
  "ff2ff_setup_slack_ns": 3.48,
  "ff_type": "dfrtp_1"
}
==> metrics by stage <==
stage	cells	total power, W	setup slack, ns
global placement	217	0.000216	3.51
global route	220	0.000327	3.38
CTS	220	0.000320	3.46
detailed placement	217	0.000216	3.50
finish	220	0.000316	3.48
floorplan	152	0.000211	3.78
==> worst max-delay path: cells and delay by family (launching register included) <==
kind	cells	cell delay, ns
flops	1	0.42
simple gates	3	1.17
compound gates	1	0.58
==> sequential cells by signal, indices dropped and copies added, names as in the netlist <==
| signal | cells |
|---|---|
| counter | 27 |
| led | 1 |
==> worst max-delay path by stage <==
stage / to / slack, ns
4_1_cts: counter[14]$_DFF_PP0_ / 3.46
5_1_grt: counter[21]$_DFF_PP0_ / 3.38
6_report: counter[12]$_DFF_PP0_ / 3.48
==> layer usage <==
metal | global-route usage | part of all wire | vias to the layer above
met5 | 0 | 0 | -
met4 | 0.00436 | 0.0051 | 0
met3 | 0.0254 | 0.033 | 2
met2 | 0.159 | 0.43 | 15
met1 | 0.184 | 0.53 | 517
li1 | - | - | 561
==> cell type report <==
class,instances,area share
multi-input combinational,111,0.447
sequential,28,0.435
tap,67,0.0521
clock buffer,3,0.0257
timing repair buffer,4,0.0233
inverter,7,0.0163
==> cell families (layout without fill, tap and decap cells) <==
group | count (synthesis) | after routing | share of synthesized area
buf+inv | 13 | 14 | 0.0357
simple gates | 69 | 69 | 0.283
flops | 28 | 28 | 0.476
xor+xnor | 12 | 12 | 0.0714
fa+ha+maj | 1 | 1 | 0.00849
compound gates | 29 | 29 | 0.126
==> power breakdown <==
group          leakage (nW)  total [W]  internal, W  switching, W
clock network        0.0216   0.000105    0.0000466     0.0000584
logic                 0.174  0.0000126   0.00000380    0.00000884
registers             0.389   0.000199     0.000197    0.00000182
total                 0.584   0.000316     0.000247     0.0000691
==> placed cells by master, fill, tap and decap left out, drive strengths merged, types with 2 or more instances in the layout <==
cell            n
dfrtp          28
nor2           14
a21oi          13
nand3           9
xnor2           9
nand2           8
or4             8
inv             7
o21ai           7
o31ai           6
or3             6
nand4           6
and4            4
nor3            3
xor2            3
clkbuf          3
clkdlybuf4s50   3
nor4            2
and2            2
o41ai           2
or3b            2
No activity file was given, so power comes from the tool's default toggle rates.
