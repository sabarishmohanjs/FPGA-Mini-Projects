**./run.sh**
```bash
#!/bin/bash
# OpenROAD 26Q1-2900-gdf79404cd8, Yosys 0.63+post, stock flow scripts
make -C /OpenROAD-flow-scripts/flow DESIGN_CONFIG=/design/flow/config.mk WORK_HOME=/design/flow/orfs finish
```
**./config.mk**
```make
export PLATFORM = sky130hd
export DESIGN_NAME = barrel
export DESIGN_NICKNAME = barrel
export VERILOG_FILES = /design/flow/design.v
export SDC_FILE = /design/flow/constraint.sdc
export NUM_CORES = 4
export LEC_CHECK = 1
export CORE_AREA = 10 10 70 70
export DIE_AREA = 0 0 80 80
```
**./constraint.sdc**
```tcl
current_design barrel

set clk_period 1.5
set clk_io_pct 0.2

create_clock -name clk0 -period $clk_period

set non_clock_inputs [all_inputs -no_clocks]
set_input_delay [expr $clk_period * $clk_io_pct] -clock clk0 $non_clock_inputs
set_output_delay [expr $clk_period * $clk_io_pct] -clock clk0 [all_outputs]
```
**./design.v**
```verilog
module barrel(input [3:0]in,
input [2:0]sel,
output reg[3:0]out);
    always@(*)begin
        case(sel)
            3'b000:out=in;
            3'b001:out={in[2:0],in[3]};
            3'b010:out={in[1:0],in[3],in[2]};
            3'b011:out={in[0],in[3:1]};
            3'b100:out=in;
            3'b101:out={in[0],in[3:1]};
            3'b110:out={in[1:0],in[3:2]};
            3'b111:out={in[2:0],in[3]};
            default:out=4'bzzzz;
       endcase
   end
endmodule
```
==> run notes <==
run metrics: largest cells by area after synthesis=mux2i_1 (12%), o211a_1 (12%), a311oi_1 (11%), layout clock buffer count=0, worst path cell trace=clkdlybuf4s15_1, buf_6, a311oi_2, o22ai_2, buf_2, antenna violations before repair=0, CTS Hold Bufs=0, Core Area=3416 µm², DRT Wirelength=821 µm, crit path max fanout=3, Max-area cell share=12.03%, Peak VDD IR=0.09623 mV, final core occ=12.34%, period utilization=96.66%, YS warnings=2, grt ovf=0, Post-Layout Cell Count=85, post-DR vias/cell=2.741, storage element area=0 µm², Iter 0 DRT Violations=2, CP max-delay cell=a311oi_2, first-pass GRT wire length=1.317 mm, signal arrival time at the worst endpoint=1.15 ns, # DRC=0, maximum clock frequency=689.7 MHz, cell type with the largest total area=mux2i_1, diodes inserted=0, total of max-cap violations=0, die x size=80 µm, die height=80 µm, post-synthesis sequential area ratio=0%, flop count=0, Yosys cell types=15, layout cells sized above 1=66.67%, die area=6400 µm², number of global-route vias before repair=257, Fin Setup TNS=0 ns, Slew HR=84.33%, CP endpoint kind=output pin, status=completed, Yosys Chip Area=166.4 µm², Tightest Hold Check Type=primary input to output pin, P&R area growth vs syn=153.4%, min Tclk post-route=1.450 ns, count of final setup violators=0, Placed Instances=85, vias=233, pwr/cell area=278.2 nW/µm², Leak=0.0001787 µW, row count=21, largest net degree at the start of global routing=12, # Cells Yosys=24, IO Count=11, critical path class=primary input to output pin, Synth Cell Area=166.4 µm², Avg Synthesized Cell Area=6.934 µm², Mapped Cells=24, fill count=408, OpenROAD warning count=32, routed length per instance=9.659 µm, Pre-Repair DR Iteration Count=3, GPL Wtd Cong=0.7604, Worst Path Required=1.20 ns, IO buf count=11, fp util=4.872%, CP max stage delay=0.26 ns, final count of hold timing violations=0, worst slew pin tran=0.2351 ns, CP Launch Type=primary input, DP HPWL=638 µm, Final ANT Viol Nets=0, Total GRT Usage=2.540%, Max Slew Vio Count=0
power breakdown:
part	leakage, µW	switching, µW	internal, µW
logic	0.000179	49.1	68.3
registers	0	0	0
clock network	0	0	0
total	0.000179	49.1	68.3
through the flow:
stage	area (µm²)	total power [µW]	worst slack, ns	hold slack, ns
after floorplan	166.4	36.64	0.3530	0.6469
after global placement	362.8	98.12	-0.7490	1.682
after detailed placement	362.8	99.07	-0.7652	1.677
after CTS	410.4	110.8	0.008149	1.114
after global routing	421.7	129.2	-0.01917	1.038
final	421.7	117.3	0.05014	1.001
cell families after synthesis:
kind of cell	after synthesis	synth area share, %
compound gates	10	46.62
xor+xnor	1	5.264
mux	2	12.03
buf+inv	4	14.28
simple gates	7	21.81
layout by cell type (no fill, tap or decap):
cell             count
clkdlybuf4s15_1      3
clkbuf_4             1
o22ai_2              2
inv_1                1
nor2b_4              1
clkdlybuf4s15_2      1
nand2b_4             1
o32ai_2              2
nor2_1               1
xnor2_4              1
buf_2                4
nand2_1              2
buf_6                3
o21ai_0              2
inv_2                1
buf_4                3
and2_4               2
mux2i_1              2
o211a_1              2
clkbuf_2             2
a311oi_2             2
per-layer routing:
metal	wire length (µm)	track usage [%]	vias to the layer above	part of all wire, %
met5	0	0	-	0
met4	0	0	0	0
met3	67	0.5682	0	8.2
met2	348	3.852	7	42
met1	404	3.760	102	49
li1	-	-	124	-
worst max-delay path: cells and delay by family:
family	cells	cell delay [ns]
AND-OR/OR-AND	2	0.38
buffers and inverters	3	0.48
path summary, 6_finish.rpt:
path,startpoint,end,depth (start not counted)
hold / removal,sel[1],out[1],4
setup / recovery,in[1],out[2],5
cell type report:
| cell class | instances | area [µm²] | area share, % |
|---|---|---|---|
| Inverter | 2 | 7.507 | 1.780 |
| Multi-Input combinational cell | 20 | 221.5 | 52.52 |
| Tap cell | 46 | 57.56 | 13.65 |
| Timing Repair Buffer | 17 | 135.1 | 32.05 |
timing repair:
item / in CTS / in global routing
setup buffers: 0 / 0
setup endpoints to repair: 4 / 4
pin swaps: 6 / 3
gates resized: 43 / 9
No activity file was given, so power comes from the tool's default toggle rates.
